File: design.v
module button_press #(
    parameter HOLD   = 25_000_000,  
    parameter REPEAT =  5_000_000  
)(
    input  logic clk,
    input  logic btn,  
    output logic pulse  
);
    logic prev;
    logic [24:0] cnt;
    logic held;
    always_ff @(posedge clk) begin
        prev  <= btn;
        pulse <= 0;
        if (!btn) begin
            cnt <= 0; held <= 0;  
        end
        else if (!prev)
            pulse <= 1;  
        else if (cnt < (held ? REPEAT : HOLD) - 1)  
            cnt <= cnt + 1;  
        else begin
            pulse <= 1; cnt <= 0; held <= 1;  
      end
    end
endmodule
module collatz( input logic         clk,    
		input logic 	    go,     
		input logic  [31:0] n,      
		output logic [31:0] dout,   
		output logic 	    done);  
   always_ff @(posedge clk) begin
	   if (dout == 32'd2) done <= 1'b1;
	   if (go) begin 
		   dout <= n;
		   done <= 1'b0;
	   end
	   else if (done);
	   else if(dout[0])	dout <= (dout * 3) + 1;
	   else			dout <= dout >> 1;
   end
endmodule
module debouncer (input clk,
	input switch,
	output logic next);
logic sync_0;
logic sync_1;
always @(posedge clk) sync_0 <= switch;
always @(posedge clk) sync_1 <= sync_0;
logic [13:0] timer;
always @ (posedge clk) begin
if(next == sync_1) begin
        timer <=0;
end
else begin
        timer <= timer + 1;
        if(timer == 14'h3fff) next <= ~next;
end
end
endmodule
module hex7seg(input logic  [3:0] a,
	       output logic [6:0] y);
       always_comb
	       case(a)
		       4'h0:	y = 7'h40;
		       4'h1:	y = 7'h79;
		       4'h2:	y = 7'h24;
		       4'h3:	y = 7'h30;
		       4'h4:	y = 7'h19;
		       4'h5:	y = 7'h12;
		       4'h6:	y = 7'h02;
		       4'h7:	y = 7'h78;
		       4'h8:	y = 7'h00;
		       4'h9:	y = 7'h10;
		       4'ha:	y = 7'h08;
		       4'hb:	y = 7'h03;
		       4'hc:	y = 7'h46;
		       4'hd:	y = 7'h21;
		       4'he:	y = 7'h06;
		       4'hf:	y = 7'h0e;
		       default: y = 7'h00;
	       endcase
endmodule
module lab1( input logic        CLOCK_50,   
	     input logic [3:0] 	KEY,  
	     input logic [9:0] 	SW,  
	     output logic [6:0] HEX0, HEX1, HEX2, HEX3, HEX4, HEX5,
	     output logic [9:0] LEDR  
	     );
   logic 			clk, done;
   logic [31:0] 		start;
   logic [11:0] 		count;
   logic [3:0] 			unused;
   assign clk = CLOCK_50;
   logic add;  
   logic sub;  
   logic reset;  
   logic go;  
   debouncer add_debounce(clk, ~KEY[0], add);
   debouncer sub_debounce(clk, ~KEY[1], sub); 
   debouncer reset_debounce(clk, ~KEY[2], reset);
   debouncer go_debounce(clk, ~KEY[3], go);
   logic add_pulse, sub_pulse;
   button_press add_ctrl(.clk(clk), .btn(add), .pulse(add_pulse));
   button_press sub_ctrl(.clk(clk), .btn(sub), .pulse(sub_pulse));
   range #(256, 8)  
         r (
		 .clk(clk), 
		 .go(go), 
		 .start(start), 
		 .done(done), 
		 .count({unused,count})
	 ); 
      logic [11:0] start_display;  
      logic [7:0] start_index;  
      assign start_display = {2'b0, SW} + {4'b0, start_index};
   hex7seg seg5 (.a(start_display[11:8]), .y(HEX5));
   hex7seg seg4 (.a(start_display[7:4]),     .y(HEX4));
   hex7seg seg3 (.a(start_display[3:0]),     .y(HEX3));
   hex7seg seg2 (.a(count[11:8]), .y(HEX2));
   hex7seg seg1 (.a(count[7:4]),     .y(HEX1));
   hex7seg seg0 (.a(count[3:0]),     .y(HEX0));
   logic ready;
   assign LEDR[8:0]= SW[8:0];
   assign LEDR[9] = SW[9] ^ (^unused & 1'b0);
   always_ff @(posedge clk) begin
      if (go) begin
	      start <= {22'b0, SW};
	      ready <= 0;
	      start_index <= 0;
      end
      if (done) begin
             start <= 0;
	     ready <= 1;
     end
     if (ready) begin
		if (add_pulse && start < 255) begin
			start <= start + 1;
			start_index <= start_index + 1;
		end
		else if (sub_pulse && start > 0) begin
			start <= start - 1;
			start_index <= start_index - 1;
		end
		else if (reset) begin
			start <= 0;
			start_index <= 0;
		end
     end
   end
endmodule
module range
   #(parameter
     RAM_WORDS = 16,             
     RAM_ADDR_BITS = 4)          
   (input logic         clk,     
    input logic 	go,      
    input logic [31:0] 	start,   
    output logic 	done,    
    output logic [15:0] count);  
   logic 		cgo;     
   logic                cdone;   
   logic [31:0] 	n;       
   collatz c1(.clk(clk),
	      .go(cgo),
	      .n(n),
	      .done(cdone),
	      .dout());
   logic [RAM_ADDR_BITS - 1:0] 	 num;          
   logic 			 running = 0;  
     	always_ff @(posedge clk) begin
		if (~running) done <= 0;
		if (cgo) begin
			cgo <= 0;
		end
		if (we) begin
		   we <= 0;
		   din <= 1;
		   num <= num + 1;
		   if (num == RAM_ADDR_BITS'(RAM_WORDS - 1)) begin
			   running <= 0;
			   done <= 1;
		   end
		end
		else if (cdone && running) begin
			we <= 1;
			cgo <= 1;
			n <= n + 1;
		end
		else if (running && ~cgo) din <= din + 1;
		if (go) begin 
			running <= 1;
			n <= start;
			num <= 0;
			din <= 1;
			cgo <= 1;
		end
	end
   logic 			 we;                     
   logic [15:0] 		 din;                    
   logic [15:0] 		 mem[RAM_WORDS - 1:0];   
   logic [RAM_ADDR_BITS - 1:0] 	 addr;                   
   assign addr = we ? num : start[RAM_ADDR_BITS-1:0];
   always_ff @(posedge clk) begin
      if (we) mem[addr] <= din;
      count <= mem[addr];      
   end
endmodule
File: run.sh
#!/bin/bash
# OpenROAD 26Q1-2900-gdf79404cd8, Yosys 0.63+post, stock flow scripts
make -C /OpenROAD-flow-scripts/flow DESIGN_CONFIG=/design/flow/config.mk WORK_HOME=/design/flow/orfs finish
File: config.mk
export PLATFORM = sky130hd
export DESIGN_NAME = lab1
export DESIGN_NICKNAME = lab1
export VERILOG_FILES = /design/flow/design.v
export SDC_FILE = /design/flow/constraint.sdc
export NUM_CORES = 4
export LEC_CHECK = 1
export CORE_UTILIZATION = 40
export SYNTH_MEMORY_MAX_BITS = 65536
File: constraint.sdc
current_design lab1

set clk_period 51.0
set clk_io_pct 0.2

create_clock -name clk0 -period $clk_period [get_ports {CLOCK_50}]

set non_clock_inputs [all_inputs -no_clocks]
set_input_delay [expr $clk_period * $clk_io_pct] -clock clk0 $non_clock_inputs
set_output_delay [expr $clk_period * $clk_io_pct] -clock clk0 [all_outputs]
==> results.txt <==
Purpose: to document the outcome of synthesis and place and route.

Power
The cell-internal power is 4.51 mW. The total power is 5.69 mW. The total power divided by cell area is between 30 and 40 nW/µm². The share of total power in the clock network is 43.9%. Looking at the VDD voltage map, the peak drop is 0.0000310 V. Per the OpenROAD power report, switching power amounts to about 1.2 mW. The power share of the combinational group is 4.1%. The static leakage power is 50.0 nW. The fraction of power spent switching nets is ~21%. The flow reports that sequential cells draw 52.0% of the design power.

Clock tree
The tree is rooted in a sky130_fd_sc_hd__clkbuf_16. The count of hold-fix buffers inserted at cts is 0. The clock sink count is 3338.

The CTS tree is done. The maximum level of the CTS H-tree is 5. Counting along the longest clock path gives a buffer depth of 4.

Gates resized during post-CTS repair numbered 0. The later pin in the worst-skew pair is clocked with a latency of 0.96 ns. The buffer count from post-CTS setup fixing is 0. The registers of the reported paths see a clock transition of 0.05 ns. Per the TritonCTS log, the buffer count is 352.

Die
The share of the core area taken by cells at floorplan is 40.2%. The core footprint is 334000 µm². Row generation in the floorplan step produced 212 rows. The width of the die is ~580 µm.

The total die size is 338000 µm². The vertical die size is approximately 580 µm. The I/O pin count is 67.

Global route
The via count of the first global-routing pass came to 77486. The global routing report lists combined usage of all routing layers as 22.1%. The wire length of the first global-routing pass is 505000 µm. The total congestion overflow after global routing is 0.

The initial antenna violation count is 8. The pin count of the biggest net entering global routing is 120.

Finish
By instance count after routing, the leading logic cell types are sky130_fd_sc_hd__edfxtp_1, sky130_fd_sc_hd__nand2_1, sky130_fd_sc_hd__mux4_2. The layout overhead on the synthesized area is 14.7%. The most frequently placed logic cell in the final layout is sky130_fd_sc_hd__edfxtp_1. The post-route netlist has 20.0% of its cells at a drive strength greater than 1. The final design area excluding fillers is about 150000 µm².

Route
The post-detailed-route count of antenna-violating nets is 0. The wire length reported by the detailed router is 341000 µm. The number of detailed-routing iterations run before antenna repair is 5. For this run, the detailed router reports a per-instance via density of between 5 and 6. In the final routed layout, each cell accounts on average for 26.2 µm.

The detailed router's first-iteration violation count is 4680. Per the detail_route report, the via count comes to 73276. The total DRC errors in the routed layout is 0.

Worst setup path
Looking at the setup timing report, the critical path kind is input port to output port. The highest fanout seen on the critical path is 4. The critical path data arrival time is roughly 14 ns.

The worst register-to-register path begins at r.we. The worst register-to-register path ends at r.count[4]. The endpoint type of the worst setup path is an output port.

The length in cells of the worst reg-to-reg path is 12. The data required time at the worst endpoint is approximately 41 ns. The setup slack of the worst register-to-register path is 44.24 ns. The startpoint type of the worst setup path is an input port.

Placed design
Detailed placement ended at an HPWL of 209000 µm. The worst setup slack after placement is 27.13 ns. The weighted congestion at the end of routability-driven global placement is around 0.90. The number of I/O port buffers is roughly 66. The placed standard-cell area is 143000 µm².

Timing
The final timing report derives a shortest allowable period of 23.86 ns. The clock tree skew after final layout is 0.0721 ns. After layout, the worst path uses between 40% and 50% of the clock period. The number of endpoints failing setup at the final stage is 0. For the pin with the worst max-slew slack, the measured transition is 1.11 ns.

The final tally of max-slew violations is 0. The worst slew margin relative to its limit is 25.9%. In the post-route analysis, the smallest setup slack over all paths is 27.14 ns. The upper clock frequency limit is 0.0419 GHz. The hold violation total from the final report is 0. Setup repair after global routing left no endpoint under its margin.

Summed over all failing endpoints, the final setup total negative slack is 0 ns. The most critical hold endpoint after final layout shows a slack of ~0.33 ns.

Min path
The worst hold path stage count is 0. The class of the worst hold path is register to register. For the worst min-delay path, the startpoint reported by OpenROAD is go_debounce.sync_0. The hold-critical path endpoint is go_debounce.sync_1.

Logic synthesis
The Yosys warning count is 6. The average instance in the mapped netlist occupies 17.1 µm². The fraction of registers with async set or reset after synthesis is 0%. The post-synth register bit count is 3338. After synthesis, the design contains 7860 cells according to Yosys. The area of the mapped netlist is 134000 µm². Sequential cells were found to cover 73.2% of the synthesized design area. The number of distinct standard cells referenced by the synthesized netlist is 84. The number of enable flip-flop cells is 3140.

The cell count after synthesis came out at 7860. The commonest register cell is sky130_fd_sc_hd__edfxtp_1. The area reported by Yosys stat is around 130000 µm².

Outcome
The run finished with clean final reports.

Run
The tool warning count is 76. The reported max-cap violation count is 0.
-- critical path: stages --
cell	delay, ns
sky130_fd_sc_hd__clkdlybuf4s50_1	0.50
sky130_fd_sc_hd__ha_1	0.27
sky130_fd_sc_hd__fa_1	0.45
sky130_fd_sc_hd__a21o_1	0.19
sky130_fd_sc_hd__a21oi_1	0.22
sky130_fd_sc_hd__o21bai_1	0.09
sky130_fd_sc_hd__a21oi_1	0.21
sky130_fd_sc_hd__o21ai_0	0.24
sky130_fd_sc_hd__xnor2_1	0.35
sky130_fd_sc_hd__inv_1	0.08
sky130_fd_sc_hd__ha_1	0.19
sky130_fd_sc_hd__mux2_2	0.26
sky130_fd_sc_hd__clkdlybuf4s50_1	0.41
-- metrics by stage --
| stage | utilization, % | instances |
|---|---|---|
| 6_report | 46.1 | 13019 |
| 5_1_grt | 46.1 | 13012 |
| 4_1_cts | 46.1 | 13011 |
| 3_5_place_dp | 42.7 | 12368 |
| 3_3_place_gp | 42.7 | 12368 |
| 2_1_floorplan | - | 7860 |
-- flip-flops by register name, summed over array words and instances, names as in the netlist, 8 cells and up, named ones only --
register              cells
r.mem                  3072
r.n                      32
start                    32
r.c1.dout                31
add_ctrl.cnt             25
sub_ctrl.cnt             25
add_debounce.timer       14
go_debounce.timer        14
reset_debounce.timer     14
sub_debounce.timer       14
r.count                  12
r.din                    12
r.num                     8
start_index               8
-- cells by family (layout without fill, tap and decap cells) --
logic type | count (synthesis) | after routing | synth area share (%)
simple gates | 1995 | 1995 | 6.61
xor+xnor | 158 | 158 | 1.03
compound gates | 922 | 922 | 4.63
buf+inv | 539 | 1303 | 1.65
other cells | 0 | 8 | 0
mux | 787 | 787 | 11.7
flops | 3338 | 3338 | 73.2
fa+ha+maj | 121 | 121 | 1.14
-- cell type report --
type | count | area (µm²)
Sequential cell | 3338 | 98300
Clock inverter | 205 | 1920
Inverter | 96 | 360
Fill cell | 27329 | 180000
Clock buffer | 438 | 9360
Tap cell | 4387 | 5490
Timing Repair Buffer | 564 | 4450
Multi-Input combinational cell | 3983 | 34000
Antenna cell | 8 | 20.0
-- synth_stat cells (all sizes together), types with 14 or more instances --
master,n,area [µm²]
a211oi,34,255
a21o,22,165
a21oi,180,901
a221oi,41,359
a22o,42,368
a22oi,146,1100
a31oi,99,619
a32oi,61,534
and2,16,100
and3,61,382
buf,180,872
clkbuf,263,987
dfxtp,198,3960
edfxtp,3140,94300
ha,119,1490
inv,94,353
mux2i,146,1460
mux4,629,14200
nand2,837,3140
nand2b,17,106
nand3,221,1110
nand4,107,669
nor2,500,1880
nor2b,21,131
nor3,78,390
nor4,48,315
o21a,14,105
o21ai,169,846
o31ai,17,128
or2,15,93.8
or3,40,250
xnor2,85,744
xor2,73,639
-- worst max-delay path by stage --
stage,slack (ns),depth (start not counted),start,to
CTS,27.11,13,SW[0],HEX5[3]
global route,26.89,13,SW[0],HEX5[3]
finish,27.14,13,SW[0],HEX5[3]
-- per-layer routing --
| layer | global-route usage, % | routed length [µm] | vias up |
|---|---|---|---|
| li1 | - | - | 32206 |
| met1 | 27.5 | 116000 | 36566 |
| met2 | 32.3 | 159000 | 3924 |
| met3 | 15.1 | 53100 | 564 |
| met4 | 6.44 | 12400 | 16 |
| met5 | 0.496 | 287 | - |
-- power groups by stage --
stage / Sequential [mW] / Combinational, mW / Clock, mW
after CTS: 2.96 / 0.235 / 2.54
after global routing: 2.96 / 0.251 / 2.65
final: 2.96 / 0.233 / 2.50
Power is estimated from default activity; no workload was simulated.
